$ cat /design/flow/design.v
module bslu_ap(
  input clk,
  input [2:0] rs1,
  input [2:0] rs2,
  input [2:0] rd,
  input [5:0] op,
  output reg sa
);
reg cr, pr;
always @(posedge clk) begin
  if (op[0]) begin
    case (rd[2:0])
    3'b001:  sa <= ((rs1[0] & sa) | (rs1[1] & cr) | (rs1[2] & pr));
    3'b010:  cr <= ((rs1[0] & sa) | (rs1[1] & cr) | (rs1[2] & pr));
    3'b100:  pr <= ((rs1[0] & sa) | (rs1[1] & cr) | (rs1[2] & pr));
    endcase
    end
  if (op[1]) begin
    case (rd[2:0])
    3'b001:  sa <= op[2];
    3'b010:  cr <= op[2];
    3'b100:  pr <= op[2];
    endcase
    end
  if (op[3]) begin
    case (rd[2:0])
    3'b001:  sa <= ((rs1[0] & sa) | (rs1[1] & cr) | (rs1[2] & pr)) & ((rs2[0] & sa) | (rs2[1] & cr) | (rs2[2] & pr));
    3'b010:  cr <= ((rs1[0] & sa) | (rs1[1] & cr) | (rs1[2] & pr)) & ((rs2[0] & sa) | (rs2[1] & cr) | (rs2[2] & pr));
    3'b100:  pr <= ((rs1[0] & sa) | (rs1[1] & cr) | (rs1[2] & pr)) & ((rs2[0] & sa) | (rs2[1] & cr) | (rs2[2] & pr));
    endcase
    end
  if (op[4]) begin
    case (rd[2:0])
    3'b001:  sa <= ~((rs1[0] & sa) | (rs1[1] & cr) | (rs1[2] & pr)) ^ ((rs2[0] & sa) | (rs2[1] & cr) | (rs2[2] & pr));
    3'b010:  cr <= ~((rs1[0] & sa) | (rs1[1] & cr) | (rs1[2] & pr)) ^ ((rs2[0] & sa) | (rs2[1] & cr) | (rs2[2] & pr));
    3'b100:  pr <= ~((rs1[0] & sa) | (rs1[1] & cr) | (rs1[2] & pr)) ^ ((rs2[0] & sa) | (rs2[1] & cr) | (rs2[2] & pr));
    endcase
    end
  if (op[5]) begin
    case (rd[2:0])
    3'b001:  sa <= (pr & ((rs1[0] & sa) | (rs1[1] & cr) | (rs1[2] & pr))) ^ ( ~pr & ((rs2[0] & sa) | (rs2[1] & cr) | (rs2[2] & pr)));
    3'b010:  cr <= (pr & ((rs1[0] & sa) | (rs1[1] & cr) | (rs1[2] & pr))) ^ ( ~pr & ((rs2[0] & sa) | (rs2[1] & cr) | (rs2[2] & pr)));
    3'b100:  pr <= (pr & ((rs1[0] & sa) | (rs1[1] & cr) | (rs1[2] & pr))) ^ ( ~pr & ((rs2[0] & sa) | (rs2[1] & cr) | (rs2[2] & pr)));
    endcase
    end
end  
endmodule
$ cat /design/flow/run.sh
#!/bin/bash
# OpenROAD 26Q1-2900-gdf79404cd8, Yosys 0.63+post, stock flow scripts
make -C /OpenROAD-flow-scripts/flow DESIGN_CONFIG=/design/flow/config.mk WORK_HOME=/design/flow/orfs finish
$ cat /design/flow/config.mk
export PLATFORM = sky130hd
export DESIGN_NAME = bslu_ap
export DESIGN_NICKNAME = bslu_ap
export VERILOG_FILES = /design/flow/design.v
export SDC_FILE = /design/flow/constraint.sdc
export NUM_CORES = 4
export LEC_CHECK = 1
export CORE_AREA = 10 10 70 70
export DIE_AREA = 0 0 80 80
$ cat /design/flow/constraint.sdc
current_design bslu_ap

set clk_period 2.3
set clk_io_pct 0.2

create_clock -name clk0 -period $clk_period [get_ports {clk}]

set non_clock_inputs [all_inputs -no_clocks]
set_input_delay [expr $clk_period * $clk_io_pct] -clock clk0 $non_clock_inputs
set_output_delay [expr $clk_period * $clk_io_pct] -clock clk0 [all_outputs]
==> results_slide.txt <==
Key Metrics from the Run

Run status
  – Run status: finished, final reports clean

Die
  – Count of pins on the block boundary: 17
  – Standard cell core area: 3420 um2
  – Chip height: 80 um
  – Width of the die: 80 um
  – Floorplan utilization: 0.0875
  – Floorplan die area: 6400 um2
  – Standard-cell rows: 21

Final layout
  – Multi-input combinational cell area: 279 um2
  – Post-synthesis to final-layout area growth: 105%
  – Final standard cell count with taps included and fillers excluded: 101
  – Total area of sequential cells: 60.1 um2
  – Cell area after layout: 613 um2
  – Fill cells: 379
  – Share of final-layout standard cells stronger than drive strength 1: 0.309

Global routing
  – Largest net degree at the start of global routing: 6
  – Initial antenna violation count: 0
  – Met1 layer usage reported by global route: 0.0399
  – Global Route Usage Sum: 0.0340
  – Number of global-route vias before repair: 394
  – Residual overflow from global routing: 0
  – GR Util met3: 0.0307
  – Global-route wire length before repair: 1720 um
  – GRT met2 Usage: 0.0465
  – Global route hottest layer: met2

Route
  – Total via count after detailed routing: 358
  – First DRT Iteration DRCs: 18
  – Drt first pass iters: 4
  – Avg WL per Cell: 10.5 um
  – Total length of routed wires: 1060 um
  – Post-detailed-route count of antenna-violating nets: 0
  – Post-detailed-route via-to-cell ratio: 3.54
  – Post-detailed-route DRC marker count: 0
  – Ant diodes: 0

Worst setup path
  – Logic depth of the worst register-to-register path: 7
  – Crit path depth: 9
  – CP Max Fanout: 3
  – Critical path class: in2reg
  – Worst-path cell with the longest stage delay: sky130_fd_sc_hd__clkdlybuf4s50_1
  – WP data required: 2.42 ns
  – Cell chain of the critical path: clkdlybuf4s50_1, a22o_1, a21oi_1, inv_1, ha_4, and3b_2, nor4b_4, a211oi_2, o22a_2
  – Worst endpoint data arrival time: 2.30 ns
  – Delay-heaviest family, CP: AND-OR/OR-AND gates
  – Critical Path Source Type: primary input
  – Maximum single-stage delay on the critical path: 0.39 ns
  – Worst Setup End Kind: flip-flop
  – Buffer and inverter count on the worst path: 2

Logic synthesis
  – Netlist area before placement: 299 um2
  – Post-synth EDFFs: 0
  – Average cell area after synthesis: 8.80 um2
  – Synth Warn #: 1
  – Cell count listed in synth_stat.txt: 34
  – Top cell types by occurrence after synthesis: 4 x sky130_fd_sc_hd__a211oi_1, 4 x sky130_fd_sc_hd__inv_1, 3 x sky130_fd_sc_hd__dfxtp_1, 3 x sky130_fd_sc_hd__nor2_1
  – Post-synth area hogs: sky130_fd_sc_hd__dfxtp_1 20%, sky130_fd_sc_hd__a211oi_1 10%, sky130_fd_sc_hd__o32ai_4 9.2%, sky130_fd_sc_hd__a22o_1 5.9%, sky130_fd_sc_hd__o22a_1 5.9%
  – Flip-flop and latch count after synthesis: 3
  – Number of distinct library cells after synthesis: 21
  – Fraction of the yosys area taken by sequential cells: 0.201
  – Area share of the largest cell type after synthesis: 0.201
  – Async set-or-reset flop fraction in the synthesized netlist: 0
  – Synthesized chip area reported by yosys: 299 um2
  – Ys flop type: sky130_fd_sc_hd__dfxtp_1
  – Largest area contributor in the netlist: sky130_fd_sc_hd__dfxtp_1
  – Gate count of the mapped netlist: 34

Timing
  – Fin worst setup slack: 0.122 ns
  – Unrepaired setup endpoints after global routing: false
  – Final Max Slew Viols: 0
  – Top achievable clock speed: 459 MHz
  – Post-Route Skew: 0.00131 ns
  – Final hold violation count: 0
  – Actual slew at the worst max-slew pin: 0.399 ns
  – Fin crit period: 2.18 ns
  – Share of the clock period used by the worst path after layout: 0.947
  – Post-Route Hold Slack: 0.527 ns
  – Rel. slew slack: 0.734
  – Setup-violating endpoint count in the final report: 0

CTS
  – Clock-pin slew on the worst setup and hold paths: 0.03 ns
  – Total clock sinks: 3
  – Buffers from clock root to sink, at most: 2
  – H-tree Lvls: 1
  – TritonCTS clock tree: yes
  – Total clock buffers created by CTS: 3
  – Latency at later pin: 0.23 ns
  – Root Buffer: sky130_fd_sc_hd__clkbuf_4

Place
  – Pre-CTS WS: -0.280 ns
  – Post-detail-place hpwl: 866 um
  – Dpl cell area: 517 um2
  – Number of buffer cells added on primary ports: 16
  – Post-placement cell count: 96
  – RD Place Congestion: 0.798

Hold path
  – Hold Path Stages: 1
  – Worst hold-check path type: reg2reg

Power and ir drop
  – Power per unit of standard cell area: 615 nW/um2
  – Leakage power figure: 0.237 nW
  – Worst voltage drop across the vdd grid: 123 uV

Flow run
  – Tally of OpenROAD warnings: 25
  – Count of max-cap constraint violations: 0
## flip-flops by register name, indices dropped and copies added, names as in the netlist
name  count
cr        1
sa        1
pr        1
## layout make-up
cell class,count,share of cell area
Sequential cell,3,0.0980
Clock buffer,4,0.0429
Tap cell,46,0.0939
Inverter,4,0.0245
Multi-Input combinational cell,27,0.455
Timing Repair Buffer,17,0.286
## layout by cell type (no fill, tap or decap)
cell                               n
sky130_fd_sc_hd__and3b_2           1
sky130_fd_sc_hd__buf_4             1
sky130_fd_sc_hd__nand2_1           2
sky130_fd_sc_hd__o22ai_2           1
sky130_fd_sc_hd__dfxtp_1           3
sky130_fd_sc_hd__a22o_1            2
sky130_fd_sc_hd__nor2b_4           1
sky130_fd_sc_hd__nor3_2            1
sky130_fd_sc_hd__o22a_2            1
sky130_fd_sc_hd__dlymetal6s2s_1    3
sky130_fd_sc_hd__clkbuf_4          3
sky130_fd_sc_hd__nor2_1            3
sky130_fd_sc_hd__o21ai_1           1
sky130_fd_sc_hd__o32ai_4           1
sky130_fd_sc_hd__inv_1             4
sky130_fd_sc_hd__nor4b_4           1
sky130_fd_sc_hd__o22a_1            2
sky130_fd_sc_hd__a222oi_1          1
sky130_fd_sc_hd__a211oi_2          4
sky130_fd_sc_hd__a21oi_1           1
sky130_fd_sc_hd__or3b_2            1
sky130_fd_sc_hd__clkdlybuf4s50_1  13
sky130_fd_sc_hd__clkbuf_1          1
sky130_fd_sc_hd__nand3b_1          1
sky130_fd_sc_hd__ha_4              1
sky130_fd_sc_hd__and3_1            1
## layer usage
| layer | routed length [um] | part of all wire | up-vias |
|---|---|---|---|
| met1 | 445 | 0.42 | 161 |
| met2 | 431 | 0.41 | 19 |
| met4 | 0 | 0 | 0 |
| li1 | - | - | 178 |
| met5 | 0 | 0 | - |
| met3 | 181 | 0.17 | 0 |
## metrics by stage
step                      total power [mW]  utilization  setup TNS (ns)
final                                0.377        0.179               0
after CTS                            0.344        0.162               0
after global routing                 0.413        0.179               0
after floorplan                      0.180            -               0
after global placement               0.237        0.151          -0.691
after detailed placement             0.242        0.151          -0.799
## final timing paths
check	slack, ns	to	from
worst max register to register	0.26	pr	pr
worst min-delay path	0.53	cr	cr
worst max-delay path	0.12	pr	rs2[0]
worst min register to register	0.53	cr	cr
## cells by family (layout without fill, tap and decap cells)
kind of cell    after synthesis  after routing  synth area share
compound gates               14             14             0.452
fa+ha+maj                     1              1            0.0418
simple gates                 12             12             0.255
buf+inv                       4             25            0.0502
flops                         3              3             0.201
## where the power goes
part	switching, mW	internal [mW]
clock	0.0263	0.0649
sequential	0.0239	0.0706
combinational	0.0784	0.113
## repair_timing
action | in CTS | in global routing
endpoints found under the hold margin | 0 | 0
pin swaps | 1 | 4
setup buffers | 0 | 1
setup endpoints to repair | 3 | 3
resized | 1 | 13
hold buffers | 0 | 0
Power and IR drop assume default switching activity.
