File: /design/flow/config.mk
export PLATFORM = sky130hd
export DESIGN_NAME = bslu_bs2r
export DESIGN_NICKNAME = bslu_bs2r
export VERILOG_FILES = /design/flow/design.v
export SDC_FILE = /design/flow/constraint.sdc
export NUM_CORES = 4
export LEC_CHECK = 1
export CORE_AREA = 10 10 70 70
export DIE_AREA = 0 0 80 80
File: /design/flow/constraint.sdc
current_design bslu_bs2r

set clk_period 3.9
set clk_io_pct 0.2

create_clock -name clk0 -period $clk_period [get_ports {clk}]

set non_clock_inputs [all_inputs -no_clocks]
set_input_delay [expr $clk_period * $clk_io_pct] -clock clk0 $non_clock_inputs
set_output_delay [expr $clk_period * $clk_io_pct] -clock clk0 [all_outputs]
File: /design/flow/design.v
module bslu_bs2r(
  input clk,
  input [2:0] rs1,
  input [2:0] rs2,
  input [2:0] rd,
  input [7:0] op,
  output reg sa
);
reg cr, pr;
always @(posedge clk) begin
  if (op[0]) begin
    case (rd[2:0])
    3'b001:  sa <= ((rs1[0] & sa) | (rs1[1] & cr) | (rs1[2] & pr));
    3'b010:  cr <= ((rs1[0] & sa) | (rs1[1] & cr) | (rs1[2] & pr));
    3'b100:  pr <= ((rs1[0] & sa) | (rs1[1] & cr) | (rs1[2] & pr));
    endcase
    end
  if (op[1]) begin
    case (rd[2:0])
    3'b001:  sa <= op[2];
    3'b010:  cr <= op[2];
    3'b100:  pr <= op[2];
    endcase
    end
  if (op[3]) begin
    case (rd[2:0])
    3'b001:  sa <= ~((rs1[0] & sa) | (rs1[1] & cr) | (rs1[2] & pr));
    3'b010:  cr <= ~((rs1[0] & sa) | (rs1[1] & cr) | (rs1[2] & pr));
    3'b100:  pr <= ~((rs1[0] & sa) | (rs1[1] & cr) | (rs1[2] & pr));
    endcase
    end
  if (op[4]) begin
    case (rd[2:0])
    3'b001:  sa <= ((rs1[0] & sa) | (rs1[1] & cr) | (rs1[2] & pr)) & ((rs2[0] & sa) | (rs2[1] & cr) | (rs2[2] & pr));
    3'b010:  cr <= ((rs1[0] & sa) | (rs1[1] & cr) | (rs1[2] & pr)) & ((rs2[0] & sa) | (rs2[1] & cr) | (rs2[2] & pr));
    3'b100:  pr <= ((rs1[0] & sa) | (rs1[1] & cr) | (rs1[2] & pr)) & ((rs2[0] & sa) | (rs2[1] & cr) | (rs2[2] & pr));
    endcase
    end
  if (op[5]) begin
    case (rd[2:0])
    3'b001:  sa <= ((rs1[0] & sa) | (rs1[1] & cr) | (rs1[2] & pr)) | ((rs2[0] & sa) | (rs2[1] & cr) | (rs2[2] & pr));
    3'b010:  cr <= ((rs1[0] & sa) | (rs1[1] & cr) | (rs1[2] & pr)) | ((rs2[0] & sa) | (rs2[1] & cr) | (rs2[2] & pr));
    3'b100:  pr <= ((rs1[0] & sa) | (rs1[1] & cr) | (rs1[2] & pr)) | ((rs2[0] & sa) | (rs2[1] & cr) | (rs2[2] & pr));
    endcase
    end
  if (op[6]) begin
    case (rd[2:0])
    3'b001:  sa <= ((rs1[0] & sa) | (rs1[1] & cr) | (rs1[2] & pr)) ^ ((rs2[0] & sa) | (rs2[1] & cr) | (rs2[2] & pr));
    3'b010:  cr <= ((rs1[0] & sa) | (rs1[1] & cr) | (rs1[2] & pr)) ^ ((rs2[0] & sa) | (rs2[1] & cr) | (rs2[2] & pr));
    3'b100:  pr <= ((rs1[0] & sa) | (rs1[1] & cr) | (rs1[2] & pr)) ^ ((rs2[0] & sa) | (rs2[1] & cr) | (rs2[2] & pr));
    endcase
    end
  if (op[7]) begin
    case (rd[2:0])
    3'b001:  sa <= (pr & ((rs1[0] & sa) | (rs1[1] & cr) | (rs1[2] & pr))) ^ ( ~pr & ((rs2[0] & sa) | (rs2[1] & cr) | (rs2[2] & pr)));
    3'b010:  cr <= (pr & ((rs1[0] & sa) | (rs1[1] & cr) | (rs1[2] & pr))) ^ ( ~pr & ((rs2[0] & sa) | (rs2[1] & cr) | (rs2[2] & pr)));
    3'b100:  pr <= (pr & ((rs1[0] & sa) | (rs1[1] & cr) | (rs1[2] & pr))) ^ ( ~pr & ((rs2[0] & sa) | (rs2[1] & cr) | (rs2[2] & pr)));
    endcase
    end
end  
endmodule
File: /design/flow/run.sh
#!/bin/bash
# OpenROAD 26Q1-2900-gdf79404cd8, Yosys 0.63+post, stock flow scripts
make -C /OpenROAD-flow-scripts/flow DESIGN_CONFIG=/design/flow/config.mk WORK_HOME=/design/flow/orfs finish
==> deck_impl_summary.md <==
Key Metrics from the Run

Outcome
  • Run status: finished, final reports clean

Drt
  • Total detailed-routing wirelength: 1232 µm
  • DRC Markers: 0
  • Routed WL per cell: 11.00 µm
  • Detailed Routing Iterations Pass 1: 4
  • Antenna Nets Post-Route: 0
  • Antenna cells: 0
  • Via count: 433
  • Initial DRC count: 35
  • DR vias/cell: 3.866

Die
  • Die Size: 6400 µm²
  • Number of placed I/O pins: 19
  • Row cnt: 21
  • Die boundary width: 80 µm
  • Die height: 80 µm
  • Initial Utilization: 0.1015
  • Standard cell core area: 3416 µm²

Yosys
  • Post-synthesis chip area from yosys: 346.6 µm²
  • Top cells, area: dfxtp_1, a22o_1, ha_1
  • Synthesized instance count: 44
  • Share of async-settable or async-resettable flops after synthesis: 0
  • Syn Area/Cell: 7.877 µm²
  • Area leader share: 0.1733
  • Cell taking the most area after synthesis: dfxtp_1
  • Number of enable-type register cells in the synthesized netlist: 0
  • Post-synth design cell area: 346.6 µm²
  • Post-synth top flop: dfxtp_1
  • Number of library cell types mapped by synthesis: 25
  • Part of the Yosys area used for sequential elements: 0.1733
  • YS warnings: 1
  • Cell total in the yosys stat output: 44
  • Total of flip-flops plus latches after synthesis: 3

CTS
  • CTS tree: done
  • Cells resized by post-CTS repair: 0
  • Clock latency at the later pin of the worst-skew pair: 0.23 ns
  • Clock Root Buffer: clkbuf_4
  • Number of levels in the clock H-tree: 1
  • Hold-fix buffer count after cts: 0
  • Number of clock sinks: 3
  • Longest Clk Path Bufs: 2
  • Clock input transition at the sequential cells of the worst setup and hold paths: 0.04 ns
  • Clock buffer count from CTS: 3
  • Setup Buffers After CTS: 0

Critical path
  • Worst flop-to-flop path startpoint: pr$_DFF_P_
  • R2r setup slk: 1.56 ns
  • Worst Setup Start Kind: input port
  • Crit end category: register
  • Data required time at the worst endpoint: 4.02 ns
  • Data arrival at the endpoint of the critical path: 3.09 ns
  • Category of the critical setup timing path: input port to register
  • Worst reg2reg path endpoint: sa$_DFF_P_
  • Number of cells traversed by the worst register-to-register path: 6
  • Worst-path fanout max: 5

Worst hold path
  • Beginning of the worst hold path: pr$_DFF_P_
  • Cell depth of the worst min-delay path: 2
  • Path class of the lowest-slack min-delay path: register to register
  • Hold Crit Endpoint: pr$_DFF_P_

GRT
  • Number of global-route vias before repair: 461
  • Largest net degree at the start of global routing: 7
  • Global router's overall resource usage: 0.03701
  • Overflow after GRT: 0
  • Initial antenna violation count: 0
  • Wire length of the first global-routing pass: 1945 µm

Timing
  • Final number of max-transition violations: 0
  • Skew final: 0.002141 ns
  • Final worst slack: 0.9279 ns
  • Shortest clock period the worst path allows after layout: 2.972 ns
  • Fraction of the cycle the final worst path needs: 0.7621
  • Measured slew at the worst slew-check pin: 0.6658 ns
  • RSZ-0062 raised after global routing: no
  • Setup-failing EPs final: 0
  • Total negative slack for setup checks: 0 ns
  • Worst slew slack as a fraction of its limit: 0.5561
  • Max frequency: 336.5 MHz
  • Worst hold slack after final layout: 0.6311 ns
  • Fin. Hold Viols: 0

Placed design
  • DP Worst Slack: 0.7279 ns
  • Number of port buffers: 18
  • Hpwl dp: 1075 µm
  • Global placement routability congestion: 0.7431

Pwr
  • Power consumption: 0.2410 mW
  • PD cells: 394.6 nW/µm²
  • Largest voltage drop on the vdd net: 0.00007754 V
  • Leakage: 0.2298 nW

Flow run
  • Max Cap Viol: 0
  • Number of warnings the tools reported: 26

Finish
  • Layout cells sized above 1: 0.1061
  • Post-synthesis to final-layout area growth: 76.17%
-- logic make-up after synthesis --
family	share of synthesized area
flops	0.1733
compound gates	0.4729
fa+ha+maj	0.07219
buf+inv	0.03249
simple gates	0.2491
-- per-layer routing --
metal	vias up	global-route usage	share of wire
li1	222	-	-
met1	198	0.03579	0.35
met2	13	0.07223	0.57
met3	0	0.01250	0.080
met4	0	0.008803	0
met5	-	0	0
-- final cells by class --
type	instances	area (µm²)
fill	387	2805
clock buffer	4	26.28
sequential	3	60.06
timing repair buffer	18	180.2
multi-input combinational	38	275.3
inverter	3	11.26
tap	46	57.56
-- metrics by stage --
| step | instances | cell area, µm² | util |
|---|---|---|---|
| finish | 112 | 610.6 | 0.1788 |
| global route | 112 | 610.6 | 0.1788 |
| CTS | 112 | 610.6 | 0.1788 |
| detailed placement | 108 | 584.3 | 0.1711 |
| global placement | 108 | 584.3 | 0.1711 |
| floorplan | 44 | 346.6 | - |
-- worst max-delay path by stage --
stage | end | start
4_1_cts | sa$_DFF_P_ | rs1[2]
5_1_grt | cr$_DFF_P_ | rs1[2]
6_report | sa$_DFF_P_ | rs1[2]
-- cells in the final DEF (no fill, tap or decap) --
cell and instances:
clkdlybuf4s50_1 18, inv_1 3, a22o_1 3, nor3b_1 3, nor2b_1 3, nor2_1 3, a21oi_1 3, clkbuf_4 3
dfxtp_1 3, nand2_1 2, o22ai_1 2, or2_2 2, a31oi_1 2, ha_1 2, a222oi_1 1, a21o_2 1
a211o_1 1, a311oi_1 1, a2111o_1 1, or2b_1 1, o221a_2 1, o21ai_0 1, o211ai_1 1, nand2b_1 1
o41ai_1 1, a21o_1 1, a221o_1 1, clkbuf_1 1
-- report_power, final --
part           switching, mW  internal, mW  leakage (nW)  total [mW]
clock network         0.0169        0.0384        0.0150      0.0553
registers             0.0204        0.0442        0.0253      0.0646
logic                 0.0482        0.0729         0.189       0.121
total                 0.0855         0.155         0.230       0.241
-- flip-flops by register name (all words and copies together), names as in the netlist --
signal / flops
cr: 1
pr: 1
sa: 1
-- critical path, stage by stage --
cell and delay [ns]:
clkdlybuf4s50_1 0.42, a222oi_1 0.64, ha_1 0.28, nor2b_1 0.05
a2111o_1 0.42, a22o_1 0.22, a221o_1 0.28
Power figures rest on the tool's default switching activity, not on a simulated workload.
