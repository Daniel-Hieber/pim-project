==> design.v <==
module bslu_bs3r(
  input clk,
  input [3:0] rs1,
  input [3:0] rs2,
  input [3:0] rd,
  input [7:0] op,
  output reg sa
);
reg cr, pr, t1;
always @(posedge clk) begin
  if (op[0]) begin
    case (rd[3:0])
    4'b0001:  sa <= ((rs1[0] & sa) | (rs1[1] & cr) | (rs1[2] & pr) | (rs1[3] & t1));
    4'b0010:  cr <= ((rs1[0] & sa) | (rs1[1] & cr) | (rs1[2] & pr) | (rs1[3] & t1));
    4'b0100:  pr <= ((rs1[0] & sa) | (rs1[1] & cr) | (rs1[2] & pr) | (rs1[3] & t1));
    4'b1000:  t1 <= ((rs1[0] & sa) | (rs1[1] & cr) | (rs1[2] & pr) | (rs1[3] & t1));
    endcase
    end
  if (op[1]) begin
    case (rd[3:0])
    4'b0001:  sa <= op[2];
    4'b0010:  cr <= op[2];
    4'b0100:  pr <= op[2];
    4'b1000:  t1 <= op[2];
    endcase
    end
  if (op[3]) begin
    case (rd[3:0])
    4'b0001:  sa <= ~((rs1[0] & sa) | (rs1[1] & cr) | (rs1[2] & pr) | (rs1[3] & t1));
    4'b0010:  cr <= ~((rs1[0] & sa) | (rs1[1] & cr) | (rs1[2] & pr) | (rs1[3] & t1));
    4'b0100:  pr <= ~((rs1[0] & sa) | (rs1[1] & cr) | (rs1[2] & pr) | (rs1[3] & t1));
    4'b1000:  t1 <= ~((rs1[0] & sa) | (rs1[1] & cr) | (rs1[2] & pr) | (rs1[3] & t1));
    endcase
    end
  if (op[4]) begin
    case (rd[3:0])
    4'b0001:  sa <= ((rs1[0] & sa) | (rs1[1] & cr) | (rs1[2] & pr) | (rs1[3] & t1)) & ((rs2[0] & sa) | (rs2[1] & cr) | (rs2[2] & pr) | (rs2[3] & t1));
    4'b0010:  cr <= ((rs1[0] & sa) | (rs1[1] & cr) | (rs1[2] & pr) | (rs1[3] & t1)) & ((rs2[0] & sa) | (rs2[1] & cr) | (rs2[2] & pr) | (rs2[3] & t1));
    4'b0100:  pr <= ((rs1[0] & sa) | (rs1[1] & cr) | (rs1[2] & pr) | (rs1[3] & t1)) & ((rs2[0] & sa) | (rs2[1] & cr) | (rs2[2] & pr) | (rs2[3] & t1));
    4'b1000:  t1 <= ((rs1[0] & sa) | (rs1[1] & cr) | (rs1[2] & pr) | (rs1[3] & t1)) & ((rs2[0] & sa) | (rs2[1] & cr) | (rs2[2] & pr) | (rs2[3] & t1));
    endcase
    end
  if (op[5]) begin
    case (rd[3:0])
    4'b0001:  sa <= ((rs1[0] & sa) | (rs1[1] & cr) | (rs1[2] & pr) | (rs1[3] & t1)) | ((rs2[0] & sa) | (rs2[1] & cr) | (rs2[2] & pr) | (rs2[3] & t1));
    4'b0010:  cr <= ((rs1[0] & sa) | (rs1[1] & cr) | (rs1[2] & pr) | (rs1[3] & t1)) | ((rs2[0] & sa) | (rs2[1] & cr) | (rs2[2] & pr) | (rs2[3] & t1));
    4'b0100:  pr <= ((rs1[0] & sa) | (rs1[1] & cr) | (rs1[2] & pr) | (rs1[3] & t1)) | ((rs2[0] & sa) | (rs2[1] & cr) | (rs2[2] & pr) | (rs2[3] & t1));
    4'b1000:  t1 <= ((rs1[0] & sa) | (rs1[1] & cr) | (rs1[2] & pr) | (rs1[3] & t1)) | ((rs2[0] & sa) | (rs2[1] & cr) | (rs2[2] & pr) | (rs2[3] & t1));
    endcase
    end
  if (op[6]) begin
    case (rd[3:0])
    4'b0001:  sa <= ((rs1[0] & sa) | (rs1[1] & cr) | (rs1[2] & pr) | (rs1[3] & t1)) ^ ((rs2[0] & sa) | (rs2[1] & cr) | (rs2[2] & pr) | (rs2[3] & t1));
    4'b0010:  cr <= ((rs1[0] & sa) | (rs1[1] & cr) | (rs1[2] & pr) | (rs1[3] & t1)) ^ ((rs2[0] & sa) | (rs2[1] & cr) | (rs2[2] & pr) | (rs2[3] & t1));
    4'b0100:  pr <= ((rs1[0] & sa) | (rs1[1] & cr) | (rs1[2] & pr) | (rs1[3] & t1)) ^ ((rs2[0] & sa) | (rs2[1] & cr) | (rs2[2] & pr) | (rs2[3] & t1));
    4'b1000:  t1 <= ((rs1[0] & sa) | (rs1[1] & cr) | (rs1[2] & pr) | (rs1[3] & t1)) ^ ((rs2[0] & sa) | (rs2[1] & cr) | (rs2[2] & pr) | (rs2[3] & t1));
    endcase
    end
  if (op[7]) begin
    case (rd[3:0])
    4'b0001:  sa <= (pr & ((rs1[0] & sa) | (rs1[1] & cr) | (rs1[2] & pr) | (rs1[3] & t1))) ^ ( ~pr & ((rs2[0] & sa) | (rs2[1] & cr) | (rs2[2] & pr) | (rs2[3] & t1)));
    4'b0010:  cr <= (pr & ((rs1[0] & sa) | (rs1[1] & cr) | (rs1[2] & pr) | (rs1[3] & t1))) ^ ( ~pr & ((rs2[0] & sa) | (rs2[1] & cr) | (rs2[2] & pr) | (rs2[3] & t1)));
    4'b0100:  pr <= (pr & ((rs1[0] & sa) | (rs1[1] & cr) | (rs1[2] & pr) | (rs1[3] & t1))) ^ ( ~pr & ((rs2[0] & sa) | (rs2[1] & cr) | (rs2[2] & pr) | (rs2[3] & t1)));
    4'b1000:  t1 <= (pr & ((rs1[0] & sa) | (rs1[1] & cr) | (rs1[2] & pr) | (rs1[3] & t1))) ^ ( ~pr & ((rs2[0] & sa) | (rs2[1] & cr) | (rs2[2] & pr) | (rs2[3] & t1)));
    endcase
    end
end  
endmodule
==> run.sh <==
#!/bin/bash
# OpenROAD 26Q1-2900-gdf79404cd8, Yosys 0.63+post, stock flow scripts
make -C /OpenROAD-flow-scripts/flow DESIGN_CONFIG=/design/flow/config.mk WORK_HOME=/design/flow/orfs finish
==> config.mk <==
export PLATFORM = sky130hd
export DESIGN_NAME = bslu_bs3r
export DESIGN_NICKNAME = bslu_bs3r
export VERILOG_FILES = /design/flow/design.v
export SDC_FILE = /design/flow/constraint.sdc
export NUM_CORES = 4
export LEC_CHECK = 1
export CORE_AREA = 10 10 70 70
export DIE_AREA = 0 0 80 80
==> constraint.sdc <==
current_design bslu_bs3r

set clk_period 3.4
set clk_io_pct 0.2

create_clock -name clk0 -period $clk_period [get_ports {clk}]

set non_clock_inputs [all_inputs -no_clocks]
set_input_delay [expr $clk_period * $clk_io_pct] -clock clk0 $non_clock_inputs
set_output_delay [expr $clk_period * $clk_io_pct] -clock clk0 [all_outputs]
==> Slide: Implementation Results <==
Key Metrics from the Run

Outcome
  • Outcome: complete, no violations

Clocking
  • Root Driver: clkbuf_4
  • CTS tree: built
  • Post_cts resized: 0
  • CTS H-tree depth: 1
  • Post-CTS setup buffers: 0
  • Clk latency of the worst-skew pair: 230 ps
  • CTS Buf Count: 3
  • Hold Buf Count CTS: 0
  • Maximum root-to-sink buffer count: 2
  • Clock transition at path regs: ~40 ps
  • Clk sink count: 4

Min path
  • WHS Path Cells: 2
  • WHS Endpoint: t1
  • HP Class: reg -> reg
  • Hold path startpoint: t1

Worst setup path
  • Reg2reg setup slack: around 1100 ps
  • Crit start category: input pin
  • Critical R2R Launch: t1
  • Setup CP Type: in -> reg
  • Critical-path maximum fanout: 5
  • Crit path DAT: around 2900 ps
  • Crit path required time: 3510 ps
  • Worst R2R Path Depth: 7
  • Worst setup EP type: flop
  • Reg2Reg Capture Point: t1

Logic synthesis
  • Cells in synth_stat.txt: 71
  • Post-Syn Instances: 71
  • Syn Area/Cell: between 7 and 8 µm²
  • Yosys synthesis chip area: around 530 µm²
  • Seq/Total Area, Yosys: ~15%
  • Synth Cell Area: around 530 µm²
  • Cell variety after synth: 26
  • #FFs+latches synth: 4
  • Synth Warn #: 1

Global route
  • Largest net degree at the start of global routing: 9
  • Gr usage total: 5.312%
  • Overflow left after global routing: 0
  • Vias in the first global route: 587
  • First-pass GRT wire length: roughly 2.8 mm
  • Initial antenna violation count: 0

Drt
  • Drt drc: 0
  • Via density: 4.617
  • Drt pass-1 iters: 4
  • Vias: 651
  • DRT Wirelength: 1.804 mm
  • Iteration-0 DRC Markers: 32
  • Antenna diode count: 0
  • DR WL/cell: 12.79 µm
  • Detail Route Antenna Nets: 0

Die
  • Chip area: between 0.006 and 0.007 mm²
  • Die X-Extent: 80 µm
  • Rows: 21
  • Core Box Area: 0.003416 mm²
  • Die Ht: 80 µm
  • I/O pin total: 22
  • Fp_density: around 15%

Power
  • Leakage: 0.2918 nW
  • Sw Ratio: 28.26%
  • Logic pwr share: 37.4%
  • Worst IR Drop VDD: approximately 0.047 mV
  • Sw power: slightly below 0.00005 W
  • P_int: 0.0001255 W
  • Pwr Density: 213.5 mW/mm²
  • Clock power share: roughly a third
  • Sequential share of power: 29.2%
  • Power Total: about 0.00017 W

STA
  • Slew margin rel.: 51.22%
  • Skew final: 0.4005 ps
  • RSZ-0062 raised after global routing: false
  • Finish-stage setup viols: 0
  • Max-slew violations: 0
  • Slew @ Worst Pin: 731.8 ps
  • FMAX: 362.0 MHz
  • Setup TNS: 0 ps
  • Crit path time final: 2763 ps
  • Final Hold Violation Tally: 0
  • Fin crit share: 81.25%

Final layout
  • Share of layout cells above drive strength 1: 10.53%
  • Area Overhead vs Synth: 54.85%

Placement
  • Port bufs: 21
  • GP Congestion: ~0.88
  • Post-DP HPWL: 1.493 mm

Flow run
  • Max_cap viols: 0
  • OpenROAD warnings: 26
==> cells in the mapped netlist (all sizes together) <==
library cell | number | area (µm²)
nor2 | 6 | 22.52
nand4b | 1 | 8.760
o21ai | 4 | 20.01
nor3 | 4 | 20.02
ha | 2 | 25.02
or2 | 1 | 6.260
a2111oi | 1 | 15.01
a21oi | 9 | 45.04
a221oi | 1 | 8.760
nor3b | 1 | 7.510
inv | 5 | 18.77
and2 | 4 | 25.03
o22ai | 4 | 25.02
a222oi | 2 | 20.02
and3b | 1 | 8.760
nand2 | 4 | 15.01
o311ai | 4 | 35.03
or4b | 4 | 51.30
a31o | 1 | 8.760
nor2b | 3 | 18.77
dfxtp | 4 | 80.08
or3b | 1 | 8.760
nor4b | 4 | 35.03
==> metal layers <==
| layer | share of wire, % | track usage (%) |
|---|---|---|
| met5 | 0 | 0 |
| met4 | 1.9 | 1.232 |
| met3 | 3.3 | 0.6818 |
| met2 | 44 | 8.026 |
| met1 | 51 | 7.749 |
==> layout by cell type, fill, tap and decap left out, drive strengths merged <==
master          n
clkdlybuf4s50  21
nor2            6
dfxtp           4
nand4b          1
ha              2
nor4b           4
and2            4
a21oi           9
and3b           1
nor2b           3
nor3            4
or4b            4
o22ai           4
a31o            1
or2             1
clkbuf          3
nor3b           1
a221oi          1
a222oi          2
or3b            1
o311ai          4
a2111oi         1
nand2           4
o21ai           4
inv             5
==> critical path, stage by stage <==
cell and delay [ps]:
clkdlybuf4s50_1 390, a222oi_1 580, and2_1 240, ha_1 240
nor2b_1 310, nor2_1 140, a21oi_1 170, o311ai_1 110
==> final cells by class <==
cell class	instances	area, µm²
fill	380	2596
multi-input combinational	62	430.4
timing repair buffer	21	210.2
sequential	4	80.08
tap	46	57.56
clock buffer	3	22.52
inverter	5	18.77
==> registers in the layout (all words and copies together) (netlist names) <==
| signal | flops |
|---|---|
| cr | 1 |
| pr | 1 |
| sa | 1 |
| t1 | 1 |
==> through the flow <==
stage | utilization, % | cell area (µm²) | setup slack [ps] | instances | hold WS [ps]
3_3_place_gp | 23.33 | 797.0 | 520.8 | 138 | 569.9
5_1_grt | 23.99 | 819.5 | 556.6 | 141 | 626.4
4_1_cts | 23.99 | 819.5 | 693.7 | 141 | 574.3
3_5_place_dp | 23.33 | 797.0 | 462.0 | 138 | 572.9
6_report | 23.99 | 819.5 | 637.5 | 141 | 580.5
2_1_floorplan | - | 529.3 | 1130 | 71 | 512.7
==> how the worst max path moves through the flow <==
stage | start | to | cells past startpoint
finish | rs1[3] | t1 | 8
global route | rs1[3] | t1 | 8
CTS | rs1[3] | t1 | 8
==> power groups by stage <==
stage / Sequential (W) / Clock, W / Combinational [W]
4_1_cts: 0.0000510 / 0.0000612 / 0.0000651
6_report: 0.0000511 / 0.0000583 / 0.0000655
5_1_grt: 0.0000514 / 0.0000641 / 0.0000715
==> cell families after synthesis <==
logic type | after synthesis | synth area share (%)
compound gates | 26 | 33.57
fa+ha+maj | 2 | 4.727
buf+inv | 5 | 3.546
flops | 4 | 15.13
simple gates | 34 | 43.03
No activity file was given, so power comes from the tool's default toggle rates.
